==> /design/flow/design.v <==
module arbiter (
    input clk,
    input reset,
    input logic [1:0]  i_pmem_command,
    input logic [31:0] i_pmem_address,
    input logic        i_pmem_request,
    output logic [3:0]  i_pmem_tag,
    output logic [3:0]  i_pmem_response,
    output logic [63:0] i_pmem_rdata,
    input logic [1:0]  d_pmem_command,
    input logic [31:0] d_pmem_address,
    input logic [63:0] d_pmem_wdata,
    input logic        d_pmem_request,
    output logic [3:0]  d_pmem_tag,
    output logic [3:0]  d_pmem_response,
    output logic [63:0] d_pmem_rdata,
    input logic [63:0] mem2proc_rdata,
    input logic [3:0]  mem2proc_response,
    input logic [3:0]  mem2proc_tag,
    output logic [1:0] proc2mem_command,
    output logic [31:0] proc2mem_address,
    output logic [63:0] proc2mem_wdata
);
enum int unsigned {
    start, i_mem_op_wait_resp, i_mem_op_wait_tag, d_mem_op_load_wait_resp, d_mem_op_load_wait_tag, d_mem_op_store_wait_resp
} state, next_state;
    always_comb begin
        next_state = state;
        case(state)
            start : begin
                if(i_pmem_command == BUS_LOAD) begin
                    next_state = i_mem_op_wait_resp;
                end
                else if(d_pmem_command == BUS_LOAD) begin
                    next_state = d_mem_op_load_wait_resp;
                end
                else if(d_pmem_command == BUS_STORE) begin
                    next_state = d_mem_op_store_wait_resp;
                end else begin
                    next_state = start;
                end
            end
            i_mem_op_wait_resp: begin
                if(mem2proc_response == 0) begin
                    if(i_pmem_command == BUS_NONE) begin
                        next_state = start;
                    end
                end else begin
                    next_state = i_mem_op_wait_tag;
                end
            end
            i_mem_op_wait_tag: begin
                if(mem2proc_tag != 0) begin
                    next_state = start;
                end
            end
            d_mem_op_load_wait_resp: begin
                if(mem2proc_response == 0) begin
                    if(d_pmem_command == BUS_NONE) begin
                        next_state = start;
                    end
                end else begin
                    next_state = d_mem_op_load_wait_tag;
                end
            end
            d_mem_op_load_wait_tag: begin
                if(mem2proc_tag != 0) begin
                    next_state = start;
                end
            end
            d_mem_op_store_wait_resp: begin
                if(mem2proc_response == 0) begin
                    if(d_pmem_command == BUS_NONE) begin
                        next_state = start;
                    end
                end else begin
                    next_state = start;
                end
            end
            default: next_state = start;
        endcase
    end
always_comb begin: state_action
    i_pmem_tag = 0;
    i_pmem_response = 0;
    i_pmem_rdata = 0;
    d_pmem_tag = 0;
    d_pmem_response = 0;
    d_pmem_rdata = 0;
    proc2mem_command = BUS_NONE;
    proc2mem_address = 0;
    proc2mem_wdata = 0;
    case(state)
        start:;
        i_mem_op_wait_resp: begin
            proc2mem_command = i_pmem_command;
            proc2mem_address = i_pmem_address;
            i_pmem_response = mem2proc_response;
        end
         i_mem_op_wait_tag: begin
            i_pmem_tag = mem2proc_tag;
            i_pmem_rdata =  mem2proc_rdata;
        end
        d_mem_op_load_wait_resp, d_mem_op_store_wait_resp: begin
            proc2mem_command = d_pmem_command;
            proc2mem_address = d_pmem_address;
            proc2mem_wdata = d_pmem_wdata;
            d_pmem_response = mem2proc_response;
        end
        d_mem_op_load_wait_tag: begin
            d_pmem_tag = mem2proc_tag;
            d_pmem_rdata =  mem2proc_rdata;
        end
    endcase
end
    always_ff @(posedge clk) begin
        if(reset) begin
            state <= start;
        end
        else begin
            state <= next_state;
        end
    end
endmodule
==> /design/flow/run.sh <==
#!/bin/bash
# OpenROAD 26Q1-2900-gdf79404cd8, Yosys 0.63+post, stock flow scripts
make -C /OpenROAD-flow-scripts/flow DESIGN_CONFIG=/design/flow/config.mk WORK_HOME=/design/flow/orfs finish
==> /design/flow/config.mk <==
export PLATFORM = sky130hd
export DESIGN_NAME = arbiter
export DESIGN_NICKNAME = arbiter
export VERILOG_FILES = /design/flow/design.v
export SDC_FILE = /design/flow/constraint.sdc
export NUM_CORES = 4
export LEC_CHECK = 1
export CORE_AREA = 10 10 179 179
export DIE_AREA = 0 0 189 189
==> /design/flow/constraint.sdc <==
current_design arbiter

set clk_period 2.9
set clk_io_pct 0.2

create_clock -name clk0 -period $clk_period [get_ports {clk}]

set non_clock_inputs [all_inputs -no_clocks]
set_input_delay [expr $clk_period * $clk_io_pct] -clock clk0 $non_clock_inputs
set_output_delay [expr $clk_period * $clk_io_pct] -clock clk0 [all_outputs]
==> impl_metrics.env <==
# yosys + openroad results
export IMPL_grt_usage_pct=9.374
export IMPL_fmax_mhz=399.0
export IMPL_initCoreUtil_pct=7.098
export IMPL_async_flop_share_pct=0
export IMPL_wirelength_um=17990
export IMPL_die_area_sq_mm=0.03572
export IMPL_pwr_share_comb_pct=65.1
export IMPL_crit_required_ns=2.32
export IMPL_chipHeight_um=189
export IMPL_grt_pass1_vias=4030
export IMPL_grt_max_degree=71
export IMPL_yosysCellCount=301
export IMPL_finClkSkew_ns=0.00008252
export IMPL_postSynthAreaPerCell_sq_um=6.605
export IMPL_ys_seq_share_pct=6.042
export IMPL_cts_sinks=6
export IMPL_cts_path_max_buffers=2
export IMPL_synth_cells=301
export IMPL_drt_pass1_iterations=4
export IMPL_cts_tree="yes"
export IMPL_synth_warnings=7
export IMPL_rr_worst_depth=3
export IMPL_synth_edff_count=0
export IMPL_top_cells_by_count="and2_1, a22o_1, clkbuf_1, dfxtp_1, nor2_1"
export IMPL_fin_crit_sh_pct=86.42
export IMPL_dpl_cell_area_sq_mm=0.006893
export IMPL_boundaryPins=450
export IMPL_rsz0062_at_grt="false"
export IMPL_antennaDiodeCount=0
export IMPL_arrival_ns=1.93
export IMPL_topCellsByArea="and2_1, a22o_1, dfxtp_1"
export IMPL_ant_nets=0
export IMPL_netlist_area_sq_mm=0.001988
export IMPL_worstHoldPathType="register to register"
export IMPL_setup_viol=0
export IMPL_intPower_mw=0.7028
export IMPL_cts_buffers_inserted=3
export IMPL_seq_power_share_pct=10.0
export IMPL_power_switching_mw=0.1930
export IMPL_post_cts_buffers=0
export IMPL_clk_latency_ns=0.23
export IMPL_path_clk_slew_ns=0.03
export IMPL_status="completed"
export IMPL_route_detailed_drc=0
export IMPL_nFillCells=3022
export IMPL_postCtsResizedCells=0
export IMPL_syn_to_final_growth_pct=250.5
export IMPL_via_per_inst=3.324
export IMPL_core_sq_mm=0.02801
export IMPL_synth_chip_area_sq_mm=0.001988
export IMPL_place_congestion=0.8280
export IMPL_chipWidth_um=189
export IMPL_top_register="state"
export IMPL_r2r_start="state[4]"
export IMPL_irDropWorstVdd_v=0.0001852
export IMPL_port_buffers=447
export IMPL_antenna_found_initial=0
export IMPL_holdBufCountCts=0
export IMPL_detail_route_wl_per_cell_um=16.25
export IMPL_rows=61
export IMPL_rrSetupSlack_ns=1.73
export IMPL_finalCriticalPeriod_ns=2.506
export IMPL_layout_drive_gt1_share_pct=2.332
export IMPL_r2r_end="state[0]"
export IMPL_grt_pass1_wl_um=26150
export IMPL_largest_reg_flops=6
export IMPL_synth_flop_count=6
export IMPL_crit_type="register to output pin"
export IMPL_synth_top_flop_cell="dfxtp_1"
export IMPL_hpwl_um=15950
export IMPL_maxCapViolCount=0
export IMPL_hold_path_cell_count=2
export IMPL_hold_start="state[4]"
export IMPL_p_leak_nw=2.544
export IMPL_tool_warnings=27
export IMPL_cts_root_buf="clkbuf_16"
export IMPL_crit_fanout=42
export IMPL_maxSlewHeadroom_pct=68.08
export IMPL_pwr_share_clk_pct=24.9
export IMPL_top_cell="and2_1"
export IMPL_top_area_share_pct=64.82
export IMPL_vias=3680
export IMPL_ff_latch_area_sq_um=122.6
export IMPL_reg_largest_list="state x6"
export IMPL_top_area_cell="and2_1"
export IMPL_drt_iter0_drc=70
export IMPL_startpoint="state[5]"
export IMPL_worst_pin_slew_ns=0.4744
export IMPL_post_route_cell_area_sq_mm=0.006968
export IMPL_powerDensity_mw_per_mm2=128.6
export IMPL_min_to="state[4]"
export IMPL_setup_tns_ns=0
export IMPL_hold_viol=0
export IMPL_yosys_cell_types_count=22
export IMPL_htreeDepth=1
export IMPL_comb_area_sq_mm=0.001738
export IMPL_drv_slew=0
export IMPL_endpoint_kind="output pin"
export IMPL_grt_remaining_overflow=0
export IMPL_swShare_pct=21.54
export IMPL_cp_start_kind="register"
[cells by family after synthesis]
kind of cell,after synthesis,share of synthesized area [%]
simple gates,222,69.48
compound gates,42,17.94
buf+inv,31,6.545
flops,6,6.042
[area by class of cell]
| class | count | share of cell area (%) |
|---|---|---|
| well taps | 378 | 6.788 |
| multi-input cells | 264 | 24.94 |
| repair buffers | 454 | 65.33 |
| inverters | 2 | 0.1077 |
| clock buffers | 3 | 1.077 |
| flip-flops and latches | 6 | 1.760 |
[per-layer routing]
layer	vias up	part of all wire (%)	wire, um	GRT usage (%)
met1	1563	36	6548	9.612
met3	6	13	2409	4.946
met4	0	0.54	97	0.4884
met5	-	0	0	0
li1	1830	-	-	-
met2	281	50	8938	17.23
[stage by stage]
stage	util (%)	worst slack [ns]	power [mW]	hold slack (ns)	instances
after floorplan	-	1.296	0.1764	0.4349	301
after global placement	24.61	0.4806	0.6835	0.4510	1104
after detailed placement	24.61	0.4569	0.6841	0.4602	1104
after CTS	24.88	0.3520	0.9089	0.4719	1107
after global routing	24.88	0.2678	0.9511	0.4948	1107
final	24.88	0.3938	0.8958	0.4682	1107
[power by group through the flow]
stage         Combinational [mW]  Sequential (mW)  Clock (mW)
CTS                        0.597           0.0896       0.222
global route               0.633           0.0900       0.228
finish                     0.583           0.0896       0.223
[worst max path at each step]
| stage | slack [ns] | cells after the start | end |
|---|---|---|---|
| after CTS | 0.35 | 4 | proc2mem_wdata[52] |
| after global routing | 0.27 | 4 | proc2mem_wdata[52] |
| final | 0.39 | 4 | proc2mem_wdata[52] |
[cell usage in the layout (no fill, tap or decap), types with 3 or more instances in the layout]
master           instances
and2_1                 206
buf_4                    5
dfxtp_1                  4
a22o_1                  34
clkbuf_16                3
clkdlybuf4s50_1        447
nor2_1                   4
[worst max-delay path: stages, from the launching register on]
cell and delay, ns:
dfxtp_1 0.35, or2_4 0.37, buf_4 0.29, and2_1 0.19, clkdlybuf4s50_1 0.49
Power figures rest on the tool's default switching activity, not on a simulated workload.
